### design/flow/config.mk
export PLATFORM = sky130hd
export DESIGN_NAME = quality_of_service
export DESIGN_NICKNAME = quality_of_service
export VERILOG_FILES = /design/flow/design.v
export SDC_FILE = /design/flow/constraint.sdc
export NUM_CORES = 4
export LEC_CHECK = 1
export CORE_AREA = 10 10 70 70
export DIE_AREA = 0 0 80 80
### design/flow/constraint.sdc
current_design quality_of_service

set clk_period 2.1
set clk_io_pct 0.2

create_clock -name clk0 -period $clk_period [get_ports {clk}]

set non_clock_inputs [all_inputs -no_clocks]
set_input_delay [expr $clk_period * $clk_io_pct] -clock clk0 $non_clock_inputs
set_output_delay [expr $clk_period * $clk_io_pct] -clock clk0 [all_outputs]
### design/flow/design.v
module quality_of_service(clk, current_data_count0, current_data_count1, current_data_count2, current_data_count3, 
read_from);
input clk;
input [2:0] current_data_count0;
input [2:0] current_data_count1;
input [2:0] current_data_count2;
input [2:0] current_data_count3;
output reg [3:0] read_from;
initial begin
	read_from<=4'b0000;
end
always@(posedge clk) begin
if(current_data_count3>3'b000 || current_data_count2>3'b000 || current_data_count1>3'b000 || current_data_count0>3'b000) begin
		read_from<=4'b0000;
	if(current_data_count3>=3'b100) begin
			read_from <= 4'b1000;  
			end
	else if(current_data_count3<3'b100 && current_data_count2>=3'b101)begin
			read_from <= 4'b0100;  
			end
	else if(current_data_count3<3'b100 && current_data_count2<3'b101 && current_data_count1>=3'b101) begin
			read_from <= 4'b0010;  
			end
	else if(current_data_count3<3'b100 && current_data_count2<3'b101 && current_data_count1<3'b101 && current_data_count0>=3'b101) begin
			read_from <= 4'b0001;  
			end
	else if(current_data_count3<3'b100 && current_data_count2<3'b101 && current_data_count1<3'b101 && current_data_count0<3'b101)
		begin
			if(current_data_count0 != 3'b000) begin
				read_from <= 4'b0001;  
				end
			else if(current_data_count0==3'b000 && current_data_count1!=3'b000) begin
				read_from <= 4'b0010;  
				end
			else if(current_data_count0==3'b000 && current_data_count1 == 3'b000 && current_data_count2!=3'b000) begin
					read_from <= 4'b0100;  
					end
			else if(current_data_count0==3'b000 && current_data_count1 == 3'b000 && current_data_count2==3'b000 && current_data_count3!=3'b000) begin
						read_from <= 4'b1000;  
					end
			else read_from <= 4'b0000;  
		end
end
else;  
end
endmodule
### design/flow/run.sh
#!/bin/bash
# OpenROAD 26Q1-2900-gdf79404cd8, Yosys 0.63+post, stock flow scripts
make -C /OpenROAD-flow-scripts/flow DESIGN_CONFIG=/design/flow/config.mk WORK_HOME=/design/flow/orfs finish
==> CHANGELOG.md <==
## Implementation

- GPL Wtd Cong: 0.615
- Core area: 0.00342 mm2
- Min Tclk post-route: about 1.7 ns
- Hold Fails Final Rpt: 0
- CP Data Arrival Time: 1.62 ns
- M2 GR Usage: 4.25%
- Post-cts hold buffer count: 0
- WP data required: 2.04 ns
- Top cell family by delay on the critical path: simple AND/OR/NAND/NOR gates
- Crit path max-delay cell type: clkdlybuf4s50_1
- Hold Crit Class: in -> reg
- Slew Viols, Final: 0
- Die height: 80 um
- Layout cells sized above 1: approximately 15%
- Status: finished, final reports clean
- Peak supply drop: 0.0000818 V
- Warnings from Yosys: 1
- CP Buf/Inv Count: 1
- Period Utilization, post-route: 80.3%
- Via count: 227
- ANT cells: 0
- DR pass1 iterations: 2
- Cells after DPL: approximately 80
- Initial antenna violation count: 0
- Total wire length: 692 um
- RSZ-0062 raised after global routing: no
- P_leak: 0.000152 uW
- Vias in the first global route: 221
- FMAX: slightly below 600 MHz
- DRC: 0
- Total CTS buffers: 3
- CP max FO: 4
- DR vias/cell: 2.67
- Synth Cell Area: 240 um2
- Buffers on Ports: 16
- Met1 Resource Use GR: 1.08%
- Top Usage Layer GRT: met2
- Largest net degree at the start of global routing: 6
- Relative slew margins: 79.3%
- Yosys cell count: 20
- Crit-path cells: clkdlybuf4s50_1 -> nor3_4 -> nor4b_4 -> nand3_1
- Syn Inst Count: 20
- Setup Fix Bufs, Post-CTS: 0
- Finished Layout Cells: 85
- Global-route wire length before repair: 903 um
- Biggest register: read_from
- GR Layer Usage met3: 0.114%
- Cell Pwr Density: 492 mW/mm2
- Fin Setup TNS: 0 ns
- Tot Pwr: 236 uW
- Fill count: slightly below 400
- Max clock buf depth: 2
- Worst setup SP type: primary input
- Avg Cell Area, Syn: 12.0 um2
- Initial core utilization: 7.03%
- Tool warnings: 25
- Post-CTS resize count: 0
- FP Rows: 21
- Die width: 80 um
- Layout area overhead: 100%
- Top-Level Pins: 17
- CTS tree: built
- Chip area: 0.00640 mm2
- Iter 0 DRT Violations: 1
- Yosys chip area: ~240 um2
- Congestion Overflow GR: 0
- Critical path class: in -> reg
- Worst-path clk slew: 0.03 ns
- Cell Type Count: 15
- Crit end category: flip-flop
- Synth Seq Share: 50.0%
- Max reg flops: 4
- Regs by FF count: read_from (4)
- Clock sinks: 4
- CTS H-Tree Depth: 1
- Worst-margin pin slew: 0.309 ns
- Tot GR Track Use: 1.84%
- Root Driver: clkbuf_4
- Slowest stage delay, CP: between 0.4 and 0.5 ns
- Max-cap violations: 0
- #FFs+latches synth: 4
- # setup viols final: 0
- ANT nets after route: 0
- Routed wire per std cell: 8.14 um
==> synthesized netlist by cell type <==
master     number  area share, %
a31o_1          1            3.6
nor3_4          1            6.8
nor4b_4         1            9.9
o21ai_0         1            2.1
nor2_1          2            3.1
nor3_1          2            4.2
nand2_1         1            1.6
o2bb2ai_1       1            3.6
nand2b_1        1            2.6
a21oi_1         1            2.1
o21a_1          1            3.1
or2_2           1            2.6
edfxtp_1        4             50
nand3_1         1            2.1
o22ai_1         1            2.6
==> power breakdown <==
group          leakage [uW]  switching [uW]  internal [uW]
Combinational     0.0000916            14.9           33.6
Clock             0.0000138            30.0           63.8
Sequential        0.0000461           0.970           92.9
==> cells by family after synthesis <==
group | share of synthesized area, %
simple gates | 32.8
compound gates | 17.2
flops | 50.0
==> final timing paths <==
path / cells after the start / startpoint / slack [ns] / endpoint
max: 4 / current_data_count0[1] / 0.41 / read_from[3]$_SDFFCE_PP1P_
min: 2 / current_data_count3[2] / 0.90 / read_from[2]$_SDFFCE_PP0P_
==> cells in the final DEF, fill, tap and decap left out <==
| master | Yosys | final |
|---|---|---|
| clkdlybuf4s50_1 | 0 | 16 |
| edfxtp_1 | 4 | 4 |
| clkbuf_4 | 0 | 3 |
| nor2_1 | 2 | 2 |
| nor3_1 | 2 | 2 |
| or2_2 | 1 | 1 |
| nor3_4 | 1 | 1 |
| nor4b_4 | 1 | 1 |
| nand3_1 | 1 | 1 |
| o21ai_0 | 1 | 1 |
| nand2b_1 | 1 | 1 |
| o21a_1 | 1 | 1 |
| o2bb2ai_1 | 1 | 1 |
| a31o_1 | 1 | 1 |
| nand2_1 | 1 | 1 |
| o22ai_1 | 1 | 1 |
| a21oi_1 | 1 | 1 |
==> layout make-up <==
type                    instances  area [um2]  share of cell area (%)
flip-flops and latches          4         120                    25.0
well taps                      46        57.6                    12.0
clock buffers                   3        22.5                    4.69
multi-input cells              16         120                    25.0
repair buffers                 16         160                    33.3
==> through the flow <==
stage	utilization, %	hold WS, ns	cell area [um2]	setup WS (ns)
global route	14.1	0.917	480	0.303
detailed placement	13.4	1.15	458	0.155
finish	14.1	0.900	480	0.415
CTS	14.1	0.899	480	0.403
floorplan	-	0.592	240	0.764
global placement	13.4	1.13	458	0.196
==> metal layers <==
layer | routed length [um] | up-vias
li1 | - | 118
met1 | 170 | 97
met2 | 459 | 8
met3 | 17 | 4
met4 | 45 | 0
met5 | 0 | -
No activity file was given, so power comes from the tool's default toggle rates.
