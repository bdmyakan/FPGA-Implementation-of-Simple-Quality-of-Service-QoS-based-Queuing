<file path="config.mk">
export PLATFORM = sky130hd
export DESIGN_NAME = take_input
export DESIGN_NICKNAME = take_input
export VERILOG_FILES = /design/flow/design.v
export SDC_FILE = /design/flow/constraint.sdc
export NUM_CORES = 4
export LEC_CHECK = 1
export CORE_AREA = 10 10 82 82
export DIE_AREA = 0 0 92 92
</file>
<file path="constraint.sdc">
current_design take_input

set clk_period 2.1
set clk_io_pct 0.2

create_clock -name clk0 -period $clk_period [get_ports {clk}]

set non_clock_inputs [all_inputs -no_clocks]
set_input_delay [expr $clk_period * $clk_io_pct] -clock clk0 $non_clock_inputs
set_output_delay [expr $clk_period * $clk_io_pct] -clock clk0 [all_outputs]
</file>
<file path="design.v">
module take_input (input clk,
							input button0,
							input button1,
							input start,
							output reg [3:0] out,
							output reg data_en
							);
reg start_previous;
reg button0_prev;
reg button1_prev;
reg [3:0] coll;
reg [2:0] count;
initial begin
	data_en = 0;
	coll = 4'b0000;
	out = 4'b0000;
	count = 3'b000;
end
always @(posedge clk) begin
		if (start == 1) start_previous <= 1;
		else if (start == 0) start_previous <= 0;
		if (button0 == 1) button0_prev <= 1;
		else if (button0 == 0) button0_prev <= 0;
		if (button1 == 1) button1_prev <= 1;
		else if (button1 == 0) button1_prev <= 0;
		if (start_previous == 1 && start == 0)
		begin
			data_en <= 1;
			count <= 3'b000;
		end
		if (data_en && (count < 3'b100))
		begin
			if (button1_prev == 1 && button1 == 0) begin
				coll = {coll[2:0], 1'b1};
				count <= count + 3'b001;
			end
			if (button0_prev == 1 && button0 == 0) begin
				coll = {coll[2:0], 1'b0};
				count <= count + 3'b001;
			end
		end
		if (count == 3'b100)
		begin
			data_en <= 0;
			count <= 3'b000;
		end
end
always @(negedge data_en) begin
	out<=coll;
end
endmodule
</file>
<file path="run.sh">
#!/bin/bash
# OpenROAD 26Q1-2900-gdf79404cd8, Yosys 0.63+post, stock flow scripts
make -C /OpenROAD-flow-scripts/flow DESIGN_CONFIG=/design/flow/config.mk WORK_HOME=/design/flow/orfs finish
</file>
==> datasheet_impl.txt <==
Summary of implementation characteristics

Parameter                              Value

Status
  Result of the run    complete, no violations

Setup path
  Critical Path, Cell by Cell    clkdlybuf4s50_1, nor2b_4, xnor2_2, a22o_2
  Max Fanout on Critical Path    7
  Type of the worst setup path    in2reg
  Highest-delay cell along the critical path    sky130_fd_sc_hd__clkdlybuf4s50_1
  CP Capture Type    register
  CP startpoint    button0
  Data arrival time of the worst path    1.50 ns
  FF-to-FF setup slack    0.86 ns
  Required time of the worst setup path    2.09 ns
  CP max stage delay    0.45 ns
  Launching point of the worst reg2reg path    data_en
  Startpoint Class    primary input

Die
  Number of ports placed on the die boundary    9
  Die width    92 um
  Core region area    0.005075 mm2
  Cell Rows    26
  Total die area    0.008464 mm2
  Starting utilization of the core area    0.1127
  Die height    92 um

Routing
  Antenna diode instance count    0
  Post-Route WL    1.002 mm
  Number of design-rule violations left by the first detailed-router iteration    13
  Pre-antenna DRT Iters    4
  Wire length per cell after detailed routing    7.952 um
  Drt drc    0
  Detailed-route via count    353
  Ratio of routed vias to standard cells    2.802
  ANT nets after route    0

CTS
  H-tree depth reported by CTS    1
  Number of buffers added by the clock tree synthesis step    3
  Clock Tree Root    sky130_fd_sc_hd__clkbuf_8
  Hold-fix buffers at CTS    0
  Clock edge transition at the registers on the reported setup and hold paths    0.05 ns
  Clock insertion delay at the later pin of the skew report    0.23 ns
  CTS tree    yes
  Quantity of gates resized following cts    0
  Clock buffer depth    2
  Postcts setup bufs    0

Synth
  Most common library cells after synthesis    sky130_fd_sc_hd__dfxtp_1 (11), sky130_fd_sc_hd__inv_1 (5), sky130_fd_sc_hd__edfxtp_1 (4)
  Main synth FF type    sky130_fd_sc_hd__dfxtp_1
  Post-synthesis cell count from yosys    45
  Main combinational cell family by area after synthesis    AND-OR/OR-AND gates
  Area fraction in full adders, half adders and majority gates    0.04376
  Count of mapped cells out of synthesis    45
  Top area contributor share    0.3851
  Xor and xnor area share after synthesis    0.02845
  FF+latch count, synth    15
  Number of different library cells in the post-synthesis netlist    22
  Cell type with the largest total area    sky130_fd_sc_hd__dfxtp_1
  Yosys Warn Count    1
  Most popular library cell in the synthesized design by count    sky130_fd_sc_hd__dfxtp_1
  Async S/R FF share, synth    0
  AO/OA Area Share    0.1400
  Post-synthesis mux area share    0.01751
  Largest cells by area    sky130_fd_sc_hd__dfxtp_1 (39%), sky130_fd_sc_hd__edfxtp_1 (21%), sky130_fd_sc_hd__ha_1 (4.4%)
  Syn avg cell area    12.71 um2
  Area of the mapped netlist    571.8 um2
  Summed standard-cell area reported by yosys    571.8 um2
  Count of library flops with an enable pin    4
  Simple-gate share of the synthesized area    0.1225
  Sequential share of the synthesized area    0.5952

Timing
  Cycle use final    0.7197
  Setup total negative slack    0 ns
  Unrepaired setup endpoints after global routing    no
  Final min period    1.511 ns
  Pin slew with the least headroom to its limit    0.4412 ns
  Max Transition Viols Final    0
  Setup violators final    0
  F_max    0.6617 GHz
  Final hold violation count    0
  Register pins left without a clock    4
  Final Skew    0.0009512 ns
  Number of unconstrained endpoints    8
  Max-slew headroom    0.7053

Job
  Total of max-cap violations    0
  Tool Warnings    26

Global routing
  Via count of the first global-routing pass    362
  Wire length of the first global-routing pass    1.552 mm
  Antenna violations before repair    0
  Largest net degree at the start of global routing    8
  Total routing resource utilization after global routing    0.02194
  Grt ovf    0

Power
  Leakage    0.2916 nW
  Power per cell area    1119 mW/mm2
  Largest vdd supply drop    0.3247 mV
  Post-route total power    865.3 uW

Place
  RePlAce Congestion    0.7440
  DP HPWL    783.5 um
  Port Buf Inserts    8

Final layout
  Synthesis-to-layout area growth    35.23%
  Fraction of final layout cells with drive strength greater than 1    0.1607

Hold path
  Start point of the worst min-delay path    count[0]
  Class of the worst hold path    reg2reg
==> stage by stage <==
stage | setup slack (ns) | std cells | instance area [um2] | util | hold slack (ns)
2_1_floorplan | 0.8498 | 45 | 571.8 | - | 0.4477
3_3_place_gp | 0.3758 | 122 | 728.2 | 0.1435 | 0.4682
3_5_place_dp | 0.3460 | 122 | 728.2 | 0.1435 | 0.4929
4_1_cts | 0.5921 | 126 | 773.2 | 0.1524 | 0.5039
5_1_grt | 0.5348 | 126 | 773.2 | 0.1524 | 0.5498
6_report | 0.5887 | 126 | 773.2 | 0.1524 | 0.5022
==> kinds of logic after synthesis <==
group | Yosys count
AND-OR/OR-AND | 9
XOR/XNOR | 1
adder cells (fa/ha/maj) | 2
buffers and inverters | 6
flip-flops | 15
multiplexers | 1
AND/OR/NAND/NOR | 11
==> cell type report <==
type / count / area [um2]
well taps: 70 / 87.58
inverters: 5 / 18.77
repair buffers: 8 / 80.08
flip-flops and latches: 15 / 340.3
multi-input cells: 24 / 201.4
fillers: 575 / 4302
clock buffers: 4 / 45.04
==> worst max-delay path: cells and delay by family <==
| kind | cells | cell delay [ns] |
|---|---|---|
| and+or+nand+nor | 1 | 0.24 |
| AOI/OAI and AO/OA | 1 | 0.26 |
| buffers and inverters | 1 | 0.45 |
| xor gates and xnor gates | 1 | 0.13 |
==> flip-flops by register name, indices dropped and copies added, names as in the netlist <==
| name | count |
|---|---|
| start_previous | 1 |
| count | 3 |
| data_en | 1 |
| button1_prev | 1 |
| button0_prev | 1 |
| out | 4 |
| coll | 4 |
==> power breakdown <==
group / leakage (nW) / internal (mW) / switching [mW]
Combinational: 0.137 / 0.126 / 0.116
Sequential: 0.132 / 0.357 / 0.0598
Clock: 0.0228 / 0.133 / 0.0732
Total: 0.292 / 0.616 / 0.249
==> placed cells by master, fill, tap and decap left out <==
master | synthesis | routed
sky130_fd_sc_hd__a221oi_2 | 1 | 1
sky130_fd_sc_hd__nand3_1 | 2 | 2
sky130_fd_sc_hd__nor3_1 | 2 | 2
sky130_fd_sc_hd__a22o_2 | 1 | 1
sky130_fd_sc_hd__o211ai_1 | 1 | 1
sky130_fd_sc_hd__a21oi_1 | 2 | 2
sky130_fd_sc_hd__clkbuf_8 | 0 | 3
sky130_fd_sc_hd__edfxtp_1 | 4 | 4
sky130_fd_sc_hd__o21a_4 | 1 | 1
sky130_fd_sc_hd__ha_1 | 2 | 2
sky130_fd_sc_hd__inv_1 | 5 | 5
sky130_fd_sc_hd__a32o_1 | 1 | 1
sky130_fd_sc_hd__o21ai_0 | 1 | 1
sky130_fd_sc_hd__nand2b_1 | 2 | 2
sky130_fd_sc_hd__dfxtp_1 | 11 | 11
sky130_fd_sc_hd__clkdlybuf4s50_1 | 0 | 8
sky130_fd_sc_hd__a21boi_0 | 1 | 1
sky130_fd_sc_hd__xnor2_2 | 1 | 1
sky130_fd_sc_hd__clkbuf_1 | 0 | 1
sky130_fd_sc_hd__nand2_1 | 1 | 1
sky130_fd_sc_hd__mux2i_1 | 1 | 1
sky130_fd_sc_hd__and2_2 | 1 | 1
sky130_fd_sc_hd__nor2b_1 | 2 | 2
sky130_fd_sc_hd__nor2b_4 | 1 | 1
==> path summary, 6_finish.rpt <==
path	endpoint	cells past startpoint
setup reg to reg	coll[3]	2
hold reg to reg	count[0]	1
hold / removal	count[0]	1
setup / recovery	coll[3]	4
==> routing by layer <==
metal / part of all wire / vias to the layer above / global-route usage
li1: - / 177 / -
met1: 0.53 / 160 / 0.03089
met2: 0.40 / 14 / 0.02941
met3: 0.069 / 2 / 0.009885
met4: 0.0050 / 0 / 0.006427
met5: 0 / - / 0
Power and IR drop assume default switching activity.
