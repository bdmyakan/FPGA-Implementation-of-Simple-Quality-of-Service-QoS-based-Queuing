==> design/flow/design.v <==
module buffer (input clk,  
					input clk3sn,
					input rd,
					input wr_en,
					input [1:0] buf_in,  
					output reg [1:0] buf_out,  
					output reg [6:0] dropped_package,
					output reg [6:0] transmitted_package,
					output reg [2:0] data_count,  
					output reg [11:0] all_data_in_buf,
					output reg out_en);
reg [1:0] buf_memory [0:5];
reg prevclk;
reg rd_en;
reg buf_empty;
reg buf_full;
reg error;
initial begin
	buf_memory [0] <= {2'b00};
	buf_memory [1] <= {2'b00};
	buf_memory [2] <= {2'b00};
	buf_memory [3] <= {2'b00};
	buf_memory [4] <= {2'b00};
	buf_memory [5] <= {2'b00};
	data_count <= 3'b0;
	error <= 1'b0;
	buf_empty <= 1'b1;
	buf_full <= 1'b0;
	dropped_package <= 7'b0;
	transmitted_package <= 7'b0;
end
always @(data_count) begin  
	buf_empty <= (data_count == 3'b000)? 1'b1:1'b0;  
	buf_full <= (data_count == 3'b110)? 1'b1:1'b0;  
end
always @(posedge clk) begin
		if (clk3sn == 1) prevclk <= 1;
		else if (clk3sn == 0) prevclk <= 0;
		if (prevclk == 0 && clk3sn == 1)	rd_en <= rd;  
		else rd_en <= 1'b0;   
		if((~buf_full && wr_en) && (~buf_empty && rd_en))  
			data_count <= data_count;
		else if( ~buf_full && wr_en )  
			data_count <= data_count + 3'b001;
		else if( ~buf_empty && rd_en )  
			data_count <= data_count - 3'b001;
		else
			data_count <= data_count;
		if(rd_en && ~buf_empty) begin
			buf_out <= buf_memory [0];	
			buf_memory [0] <= buf_memory [1];
			buf_memory [1] <= buf_memory [2];
			buf_memory [2] <= buf_memory [3];
			buf_memory [3] <= buf_memory [4];
			buf_memory [4] <= buf_memory [5];
			buf_memory [5] <= {2'b00};
			out_en <= 1'b1;
			transmitted_package <= transmitted_package + 7'b0000001;
			error = 1'b0;
		end
		else if(rd_en && buf_empty) begin
			error = 1'b1;  
			out_en <= 1'b0;
		end
		if (wr_en && ~buf_full) begin
			buf_memory [data_count] <= buf_in;  
			out_en <= 1'b0;
		end
		else if(wr_en && buf_full) begin  
			buf_memory [0] <= buf_memory [1];
			buf_memory [1] <= buf_memory [2];
			buf_memory [2] <= buf_memory [3];
			buf_memory [3] <= buf_memory [4];
			buf_memory [4] <= buf_memory [5];
			buf_memory [5] <= {buf_in};
			out_en <= 1'b0;
			dropped_package <= dropped_package + 7'b0000001;
		end
		if((~buf_full && wr_en) && (~buf_empty && rd_en))  
		begin
			buf_out <= buf_memory [0];
			buf_memory [0] <= buf_memory [1];
			buf_memory [1] <= buf_memory [2];
			buf_memory [2] <= buf_memory [3];
			buf_memory [3] <= buf_memory [4];
			buf_memory [4] <= buf_memory [5];
			buf_memory [5] <= {2'b00} ;
			buf_memory [data_count-1] <= buf_in;
			out_en <= 1'b1;
			transmitted_package <= transmitted_package + 7'b0000001;
		end
		all_data_in_buf[11:10] <= buf_memory[5];
		all_data_in_buf[9:8] <= buf_memory[4];
		all_data_in_buf[7:6] <= buf_memory[3];
		all_data_in_buf[5:4] <= buf_memory[2];
		all_data_in_buf[3:2] <= buf_memory[1];
		all_data_in_buf[1:0] <= buf_memory[0];
end
endmodule		
==> design/flow/run.sh <==
#!/bin/bash
# OpenROAD 26Q1-2900-gdf79404cd8, Yosys 0.63+post, stock flow scripts
make -C /OpenROAD-flow-scripts/flow DESIGN_CONFIG=/design/flow/config.mk WORK_HOME=/design/flow/orfs finish
==> design/flow/config.mk <==
export PLATFORM = sky130hd
export DESIGN_NAME = buffer
export DESIGN_NICKNAME = buffer
export VERILOG_FILES = /design/flow/design.v
export SDC_FILE = /design/flow/constraint.sdc
export NUM_CORES = 4
export LEC_CHECK = 1
export CORE_UTILIZATION = 30
==> design/flow/constraint.sdc <==
current_design buffer

set clk_period 3.8
set clk_io_pct 0.2

create_clock -name clk0 -period $clk_period [get_ports {clk}]

set non_clock_inputs [all_inputs -no_clocks]
set_input_delay [expr $clk_period * $clk_io_pct] -clock clk0 $non_clock_inputs
set_output_delay [expr $clk_period * $clk_io_pct] -clock clk0 [all_outputs]
==> run_results.csv <==
group,metric,value,unit
layout,nFillCells,606,
clock_network,root_buffer,"clkbuf_8",
grt,grt_pass1_vias,1217,
worst_setup_path,required,3.84,ns
layout,layout-drive-gt1-share,11.83,%
flow_run,warnings,29,
final_timing,finalHoldWorstSlack,0.3688,ns
synthesis,syn_inst,143,
flow_run,cap_violations,0,
floorplanning,die_y,83.31,µm
clock_network,htree_levels,2,
synthesis,yosys_warnings,1,
synthesis,async_flop_share,0,%
layout,area_delta_synth_final,28.58,%
final_timing,final-max-slew-violation-count,0,
synthesis,top_area_cell,"edfxtp_1",
floorplanning,dieArea,6940,µm²
synthesis,ys_area,1983,µm²
clock_network,clock_latency,0.29,ns
floorplanning,core-area,6350,µm²
clock_network,path_clk_slew,0.08,ns
final_timing,period_used_share,82.93,%
clock_network,cts_resized,0,
grt,use_met2,16.54,%
routing,diodes,0,
synthesis,xor_area_share,6.120,%
synthesis,top_logic_kind,"simple AND/OR/NAND/NOR gates",
synthesis,most_common_cell,"edfxtp_1",
grt,grt_max_degree,15,
grt,grt.total_usage,10.65,%
routing,route.vias.total,1234,
clock_network,cts_buffers,5,
synthesis,top_area_share,46.94,%
final_timing,worstMarginPinSlew,0.5578,ns
floorplanning,fp_util,31.23,%
routing,dr.pass1.iters,4,
routing,ant_nets,0,
routing,wl_per_cell,12.65,µm
power_and_ir_drop,ir_drop,212.6,µV
power_and_ir_drop,power_density,600.9,nW/µm²
floorplanning,rows,29,
floorplanning,ios,38,
final_timing,hold_viol,0,
routing,wl,3.326,mm
synthesis,topCellsByArea,"edfxtp_1, dfxtp_1, ha_1",
routing,drc,0,
worst_setup_path,crit_family,"adder cells",
min_path,hp-class,"reg2reg",
worst_setup_path,path_class,"reg2reg",
final_timing,fmax,317.3,MHz
final_timing,layout_min_cycle_time,3.151,ns
clock_network,cts_hold_buf,0,
clock_network,cts_tree,"built",
grt,grtUsageMet1,15.97,%
placed_design,place_congestion,0.9696,
worst_setup_path,cp.arrival,3.20,ns
worst_setup_path,slowest_stage,"edfxtp_1",
routing,drt_iter0_drc,43,
synthesis,syn_area,1983,µm²
synthesis,ys_sh_simple,10.22,%
grt,grt_busiest_layer,"met2",
synthesis,yosysCellCount,143,
run_status,outcome,"finished clean",
clock_network,cts_sinks,46,
worst_setup_path,crit_fanout,12,
synthesis,ys.flop_type,"edfxtp_1",
synthesis,synth_area_per_cell,13.87,µm²
synthesis,seq_area_frac_synth,62.08,%
worst_setup_path,cp_common_cell,"ha_1",
grt,antenna_found_initial,0,
worst_setup_path,endpoint_kind,"flip-flop",
worst_setup_path,worstSetupStartpointType,"flip-flop",
worst_setup_path,max_stage_delay,0.61,ns
routing,vias_per_cell,4.692,
synthesis,adder_share,5.678,%
synthesis,mux_area_share,5.678,%
synthesis,synth-seq-cells,46,
grt,gr-usage-met3,3.229,%
synthesis,edf_count,31,
final_timing,report.final.setup_viol,0,
final_timing,grt_setup_unrepaired,"false",
synthesis,ys_top_cells_by_count,"edfxtp_1, dfxtp_1, nand2_1",
clock_network,postCtsSetupBuffers,0,
final_timing,finClkSkew,0.002643,ns
placed_design,port_buffers,37,
grt,grt-ovfl-total,0,
placed_design,dpl.hpwl,2.430,mm
worst_setup_path,crit_chain,"inv_2, ha_1, a21boi_0, ha_1, nand2_1, or3_1, o41ai_2, mux2_2",
final_timing,maxSlewHeadroom,62.32,%
synthesis,ys_sh_aoi,7.697,%
clock_network,clockBufferDepth,2,
floorplanning,fp.dieW,83.31,µm
synthesis,yosysUniqueCellTypes,34,
final_timing,finalSetupTns,0,ns
worst_setup_path,path_buffers,1,
power_and_ir_drop,leakage,0.9601,nW
grt,grt_pass1_wl,5.747,mm
through the flow:
| step | total power, mW | util (%) | worst slack [ns] | instances | cell area, µm² |
|---|---|---|---|---|---|
| final | 1.532 | 40.16 | 0.6487 | 263 | 2550 |
| after global routing | 1.638 | 40.16 | 0.4104 | 263 | 2550 |
| after CTS | 1.558 | 40.16 | 0.6401 | 263 | 2550 |
| after detailed placement | 1.186 | 38.33 | 0.4125 | 255 | 2434 |
| after global placement | 1.193 | 38.33 | 0.4703 | 255 | 2434 |
| after floorplan | 0.9947 | - | 1.025 | 143 | 1983 |
final timing paths:
check / cells past startpoint / end / start / slack [ns]
setup / recovery: 8 / buf_memory[1][1] / data_count[0] / 0.65
setup reg to reg: 8 / buf_memory[1][1] / data_count[0] / 0.65
hold / removal: 0 / all_data_in_buf[1] / buf_memory[0][1] / 0.37
hold reg to reg: 0 / all_data_in_buf[1] / buf_memory[0][1] / 0.37
cell usage in the layout (no fill, tap or decap), drive strengths merged, types with 7 or more instances in the layout:
master,n
dfxtp,15
xnor2,8
clkdlybuf4s50,37
ha,9
nand3,8
edfxtp,31
inv,9
clkbuf,7
nand2,10
mux2,10
metal layers:
layer | share of wire [%] | up-vias
met3 | 8.5 | 6
met5 | 0 | -
met2 | 46 | 46
met1 | 44 | 579
li1 | - | 603
met4 | 1.5 | 0
cells by family after synthesis:
group	after synthesis
buffers and inverters	11
XOR/XNOR	13
AND/OR/NAND/NOR	38
multiplexers	10
AND-OR/OR-AND	16
adder cells (fa/ha/maj)	9
flip-flops	46
power breakdown:
group | total [mW] | internal, mW | switching [mW]
combinational | 0.412 | 0.223 | 0.189
clock | 0.362 | 0.214 | 0.147
sequential | 0.758 | 0.677 | 0.0817
layout make-up:
type / instances / area (µm²) / area share, %
flip-flops and latches: 46 / 1231 / 48.28
multi-input cells: 86 / 701.9 / 27.53
repair buffers: 37 / 370.4 / 14.52
well taps: 77 / 96.34 / 3.778
clock buffers: 7 / 86.33 / 3.386
inverters: 9 / 33.78 / 1.325
clock inverters: 1 / 30.03 / 1.178
sequential cells by signal (all words and copies together), names as in the netlist:
name                 cells
buf_out                  2
transmitted_package      7
dropped_package          7
rd_en                    1
buf_memory              12
prevclk                  1
data_count               3
out_en                   1
all_data_in_buf         12
No activity file was given, so power comes from the tool's default toggle rates.
