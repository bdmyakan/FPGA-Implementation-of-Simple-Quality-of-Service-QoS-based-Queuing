$ cat flow/design.v
module clock_divider_3sn(input clk, output reg clk_out);
integer c ;
integer max ;
initial begin 
c = 0 ;
max = 75000001 ;
clk_out = 0 ;
end 
always @(posedge clk) begin
c <= c + 1 ;
if (c == max) begin 
clk_out = ~clk_out ;
c <= 0 ;
end 
end 
endmodule
$ cat flow/run.sh
#!/bin/bash
# OpenROAD 26Q1-2900-gdf79404cd8, Yosys 0.63+post, stock flow scripts
make -C /OpenROAD-flow-scripts/flow DESIGN_CONFIG=/design/flow/config.mk WORK_HOME=/design/flow/orfs finish
$ cat flow/config.mk
export PLATFORM = sky130hd
export DESIGN_NAME = clock_divider_3sn
export DESIGN_NICKNAME = clock_divider_3sn
export VERILOG_FILES = /design/flow/design.v
export SDC_FILE = /design/flow/constraint.sdc
export NUM_CORES = 4
export LEC_CHECK = 1
export CORE_AREA = 10 10 99 99
export DIE_AREA = 0 0 109 109
$ cat flow/constraint.sdc
current_design clock_divider_3sn

set clk_period 6.8
set clk_io_pct 0.2

create_clock -name clk0 -period $clk_period [get_ports {clk}]

set non_clock_inputs [all_inputs -no_clocks]
set_input_delay [expr $clk_period * $clk_io_pct] -clock clk0 $non_clock_inputs
set_output_delay [expr $clk_period * $clk_io_pct] -clock clk0 [all_outputs]
==> notes.md <==
impl run done, here's what came out: P_leak 0.6641 nW, Via density 3.985, Overflow after GRT 0, Area Growth Syn to Fin 15.65%, Die Area 11880 sq um, Tightest Pin Transition 0.4460 ns, Critical R2R Launch c[12]$_SDFF_PN0_, Synth Flop Type dfxtp_1, post-synthesis cell type count 30, Antenna Violating Nets Remaining 0, Dominant combinational family simple AND/OR/NAND/NOR gates, max-cap viol count 0, # rows 32, Synth Cell Area 1463 sq um, Crit. path cell count 1, achievable frequency 409.4 MHz, status complete, no violations, first-pass GRT wire length 4.705 mm, met3 usage 1.912%, critical path cell sequence clkdlybuf4s50_1, H-tree Lvls 2, CTS buffer count 5, antenna diode instance count 0, # Post-CTS Setup Buffers 0, XORs/XNORs by Area 13.77%, Slowest cell on crit path clkdlybuf4s50_1, net switching share of the total power 19.87%, Pwr Total 0.3562 mW, CP peak stage delay 0.46 ns, Simple-Gate Area Share 29.77%, CTS clk-pin slew, worst paths 0.07 ns, unrepaired setup endpoints after global routing false, Routed WL per cell 10.05 um, GR Util met1 7.559%, Hold Path Depth 1, core box area 7727 sq um, Comb pwr share 0%, clk_skew 0.008247 ns, post_cts resized 0, P_sw 0.07076 mW, TritonRoute pass-1 iters 4, Int Pwr 0.2854 mW, syn_area_per_cell 9.436 sq um, Latency at later pin 0.29 ns, yosys synthesis chip area 1463 sq um, final hold slack 0.4711 ns, gr busiest metal met1, yosys aoi share 5.475%, layout cells sized above 1 10.56%, FF-to-FF setup slack 4.71 ns, OpenROAD warning count 26, critical path arrival 1.08 ns, fin cells 263, Worst Setup SP clk_out$_DFFE_PN_, CP Launch Type flop, vias in the first global route 982, CTS tree done, minimum clock period 2.443 ns, Top delay family on crit path buffers and inverters, sequential share of the synthesized area 45.85%, Synth Instances 155, VDD IR max 0.00006998 V, met2 Resource Use GR 6.213%, Vert. Die Dim 109 um, clock tree sinks 33, Power Density 210.6 nW/um^2, gpl congestion 0.8416, hold_sp c[18]$_SDFF_PN0_, final setup vio count 0, HP Class flop to flop, Post-synth ARST share 0%, fp_density 18.93%, Flops after synth 33, sum of net half-perimeters after detailed placement 1.762 mm, Crit Path Class flop to primary output, Tot GR Track Use 4.813%, Port Buf Inserts 1, Synth Area in Adders 1.711%, clock root cell clkbuf_8, largest net degree at the start of global routing 14, max-slew violations 0, setup_tns 0 ns, hold buffers post-CTS 0, starting DRC count in detailed routing 30, I/O Pins 2, Clk network pwr share 45.5%, chip width 109 um, worst-path maximum fanout 2, crit end category primary output, Reg2Reg Depth 4, Relative slew margins 70.02%, ys cells 155, number of antenna violations at the first check in global routing 0, Cell Count Post-Placement 255, YS warnings 1, mux contribution to synthesized area 0%, DRT Wirelength 2.644 mm, number of enable flip-flop cells 1, Final Cycle Share 35.92%, sequential power share 54.5%, Clock Tree Buf Depth 2, data required time of the worst path 5.44 ns, via count 1048, Hold Fails Final Rpt 0, worst path bufs/invs 1, DRC 0
[synth_stat cells (2+ instances only)]
cell type | instances | area [sq um]
o31ai_1 | 4 | 30.03
or3_1 | 3 | 18.77
nand4_1 | 6 | 37.54
nor3_1 | 8 | 40.04
clkbuf_1 | 2 | 7.510
nor4_1 | 5 | 31.28
and3_1 | 3 | 18.77
xnor2_1 | 10 | 87.58
dfxtp_1 | 32 | 640.6
nand3_1 | 7 | 35.03
xor2_1 | 13 | 113.9
nand2_1 | 10 | 37.54
or4_1 | 5 | 37.54
and4_1 | 2 | 17.52
nor4b_1 | 4 | 35.03
inv_1 | 7 | 26.28
a21oi_1 | 7 | 35.03
o21ai_0 | 3 | 15.01
or4_4 | 2 | 22.52
nor2_1 | 10 | 37.54
nor4_2 | 2 | 25.02
ha_1 | 2 | 25.02
[stage by stage]
step,utilization [%],setup slack [ns],cell area (sq um)
2_1_floorplan,-,4.805,1463
3_3_place_gp,20.58,4.653,1590
3_5_place_dp,20.58,4.657,1590
4_1_cts,21.89,4.340,1692
5_1_grt,21.89,4.320,1692
6_report,21.89,4.357,1692
[power by group through the flow]
stage / sequential (mW) / combinational (mW) / clock [mW]
CTS: 0.194 / 0.000000341 / 0.167
global route: 0.194 / 0.000000341 / 0.180
finish: 0.194 / 0.000000341 / 0.162
[per-layer routing]
layer  up-vias  share of wire (%)
li1        566                  -
met1       466                 56
met2        12                 39
met3         4                5.0
met4         0               0.53
met5         -                  0
[path summary, 6_finish.rpt]
kind                                    endpoint
worst min register to register  c[18]$_SDFF_PN0_
worst max-delay path                     clk_out
worst max register to register  c[26]$_SDFF_PN0_
worst min-delay path            c[18]$_SDFF_PN0_
[layout make-up]
cell class / count / area, sq um
Inverter: 7 / 26.28
Multi-Input combinational cell: 111 / 748.2
Fill cell: 814 / 6036
Sequential cell: 33 / 670.6
Clock inverter: 1 / 5.005
Clock buffer: 7 / 96.34
Timing Repair Buffer: 2 / 17.52
Tap cell: 102 / 127.6
[logic make-up after synthesis]
group / Yosys count
buf+inv: 11
flops: 33
compound gates: 14
xor+xnor: 23
fa+ha+maj: 2
simple gates: 72
[sequential cells by signal, indices dropped and copies added (netlist names)]
signal   count
c           32
clk_out      1
[layout by cell type, fill, tap and decap left out, types with 7 or more instances in the layout]
cell / n
dfxtp_1: 32
xor2_1: 13
nand2_1: 10
nor2_1: 10
xnor2_1: 10
nor3_1: 8
inv_1: 7
a21oi_1: 7
nand3_1: 7
clkbuf_8: 7
Power figures rest on the tool's default switching activity, not on a simulated workload.
